File: ./run.sh
#!/bin/bash
# OpenROAD 26Q1-2900-gdf79404cd8, Yosys 0.63+post, stock flow scripts
make -C /OpenROAD-flow-scripts/flow DESIGN_CONFIG=/design/flow/config.mk WORK_HOME=/design/flow/orfs finish
File: ./config.mk
export PLATFORM = sky130hd
export DESIGN_NAME = johnson3bit
export DESIGN_NICKNAME = johnson3bit
export VERILOG_FILES = /design/flow/design.v
export SDC_FILE = /design/flow/constraint.sdc
export NUM_CORES = 4
export LEC_CHECK = 1
export CORE_AREA = 10 10 104 104
export DIE_AREA = 0 0 114 114
File: ./design.v
module clk_divider(
    input inClk,
    input reset,
    output reg outClk
    );
reg [25:0] clockCount;
parameter v = 26'd80000000;
always @(negedge reset or posedge inClk) 
begin
    if (reset == 1'b0) 
    begin
        clockCount <= 26'd0;
        outClk <= 1'b0;
    end 
    else 
    begin
        clockCount <= clockCount + 1'd1;
        if (clockCount == v) 
        begin
            clockCount <= 26'd0;
            outClk <= ~outClk;
        end
    end
end
endmodule
module dflipflop_reset(
    input clk,
    input reset, d,
    output reg q,qbar
    );
always @(posedge clk)
begin 
    if (~reset)
    begin
        q <= 1'b0;
        qbar <= 1'b1;
    end
    else    
    begin
        q <= d;
        qbar <= ~d;
    end
end
endmodule
module johnson3bit(
    input in_clk,
    input reset,
    output [7:0] Seven_Seg,
    output [3:0] digit
    );
wire [2:0] cntr; 
wire q0,q1,q2;
wire q0bar, q1bar, q2bar;
wire out_clk;
assign digit = 4'b1000;
assign cntr = {q2,q1,q0};
clk_divider cd0(in_clk, reset, out_clk);
dflipflop_reset d2(out_clk, reset, q0bar, q2, q2bar);
dflipflop_reset d1(out_clk, reset, q2, q1, q1bar);
dflipflop_reset d0(out_clk, reset, q1, q0, q0bar);
decoder dec0(cntr, Seven_Seg);
endmodule
module decoder(
    input [2:0] cntr,
    output [7:0] Seven_Seg
    );
reg [6:0] val;
assign Seven_Seg = {1'b1, ~val};
always @(cntr)
begin 
    case(cntr)
    3'd0: val = 7'b0111111;  
    3'd1: val = 7'b0000110;  
    3'd2: val = 7'b1011011;  
    3'd3: val = 7'b1001111;  
    3'd4: val = 7'b1100110;  
    3'd5: val = 7'b1101101;  
    3'd6: val = 7'b1111100;  
    3'd7: val = 7'b0000111;  
    default: val = 7'b0000000;  
    endcase
end
endmodule
File: ./constraint.sdc
current_design johnson3bit

set clk_period 5.1
set clk_io_pct 0.2

create_clock -name clk0 -period $clk_period [get_ports {in_clk}]

set non_clock_inputs [all_inputs -no_clocks]
set_input_delay [expr $clk_period * $clk_io_pct] -clock clk0 $non_clock_inputs
set_output_delay [expr $clk_period * $clk_io_pct] -clock clk0 [all_outputs]
==> out/metrics.yaml <==
outcome:
  outcome: "finished, final reports clean"
drt:
  n_antenna_cell: 0
  drc: 0
  drtIter0Drc: 70
  wl_per_cell_um: 9.63
  ant_nets: 0
  vias: 1091
  dr.pass1.iters: 4
  viasPerCell: 3.80
  wl_um: 2760
clocking:
  cts_repair_resize_count: 0
  cts_htree_levels: 1
  ctsHoldBuffers: 0
  cts_root_buf: "clkbuf_8"
  clockBufferDepth: 2
  cts_tree: "done"
  post_cts_buffers: 0
  clk_pin_slew_ps: 80
  clk_latency_ps: 260
  cts_buffers: 3
placed_design:
  port_buffers: 8
  gp_congestion: 0.764
  hpwl_um: 2070
timing:
  period_used_pct: 35.0
  max_freq_ghz: 0.561
  finalSetupTns_ps: 0
  unclocked_pins: 10
  setup_viol: 0
  slew_headroom_pct: 60.8
  slew_violations: 0
  fin_worst_skew_ps: 2.31
  timing.hold.ws_ps: 474
  tightest_slew_ps: 584
  period_needed_ps: 1780
  hold_viol_final: 0
  untimed_endpoints: 17
  grt_setup_unrepaired: "false"
floorplanning:
  die.size.x_um: 114
  num_rows: 34
  die_y_um: 114
  boundaryPins: 14
  core_area_sq_mm: 0.00868
  fp_util_pct: 20.0
  dieArea_sq_mm: 0.0130
setup_path:
  r2r_setup_slack_ps: 3320
  critical_path_buf_inv_count: 0
  cp_slowest_cell: "or4_1"
  worstPathRequired_ps: 5250
  worst-setup-path-type: "reg2reg"
  slowest_delay_ps: 570
  endpoint_kind: "register"
  cp_cell_sequence: "ha_1 -> nand3_4 -> or4_1 -> o221ai_1 -> o31ai_1"
  crit_family: "simple AND/OR/NAND/NOR gates"
  critPathMaxFanout: 8
  crit_arrival_ps: 1930
  startpoint_type: "register"
synthesis:
  synthDistinctLibCells: 35
  yosysTopAreaCellShare_pct: 38.9
  ys_seq_share_pct: 50.4
  synth.area.top_cells: "dfrtp_1 39%, dfxtp_1 12%, xnor2_1 7.6%"
  mappedNetlistArea_sq_mm: 0.00174
  postSynthCellCount: 168
  synth-area-yosys_sq_mm: 0.00174
  ys_ff: 37
  avgSynthCellArea_sq_um: 10.3
  ys_cells: 168
  yosys_warnings: 4
  top_area_cell: "dfrtp_1"
pwr:
  powerDensity_mw_per_mm2: 172
  p_comb_share_pct: 2.8
  ir_drop_mv: 0.142
  leakagePower_uw: 0.000890
  p_int_uw: 273
  clockPowerShare_pct: 34.3
  pwr-share-seq_pct: 62.9
  p_sw_share_pct: 20.0
  power.switching_uw: 68.0
worst_hold_path:
  hp-class: "reg2reg"
global_routing:
  antenna_found_initial: 0
  grt_max_degree: 34
  grt_pass1_wl_um: 4770
  grt_pass1_vias: 1019
  grt_remaining_overflow: 0
  track_usage_pct: 4.29
final_layout:
  drive_gt1_share_pct: 6.15
  num-fill-cells: 937
  combGateArea_sq_um: 767
  area_growth_pct: 13.9
  register_area_sq_um: 876
flow_run:
  warnings: 29
  cap_violations: 0
## registers in the layout, summed over array words and instances (netlist names)
register,cells
d0.qbar,1
cd0.clockCount,26
cd0.outClk,1
d2.q,1
dec0.val,7
d1.q,1
## stage by stage
| step | utilization [%] | cell area [sq um] | setup slack [ps] | power (uW) | instances |
|---|---|---|---|---|---|
| floorplan | - | 1750 | 3430 | 224 | 171 |
| global placement | 22.3 | 1930 | 3350 | 229 | 283 |
| detailed placement | 22.3 | 1930 | 3340 | 229 | 283 |
| CTS | 22.8 | 1980 | 3310 | 350 | 287 |
| global route | 22.8 | 1980 | 3140 | 360 | 287 |
| finish | 22.8 | 1980 | 3320 | 341 | 287 |
## logic make-up after synthesis
kind of cell             count (synthesis)  share of synthesized area (%)
flip-flops                              37                           50.4
adder cells (fa/ha/maj)                  6                           4.32
XOR/XNOR                                21                           10.6
AND-OR/OR-AND                           12                           4.68
AND/OR/NAND/NOR                         66                           22.9
multiplexers                             1                          0.576
buffers and inverters                   23                           6.05
other                                    2                          0.432
## cell usage in the layout (no fill, tap or decap), types with 3 or more instances in the layout
master and instances:
a21oi_1 3, and3_1 3, clkbuf_8 3, clkdlybuf4s50_1 8
conb_1 5, dfrtp_1 27, dfxtp_1 10, ha_1 6
inv_1 18, nand2_1 13, nand3_1 10, nand4_1 7
nor2_1 12, nor4_1 3, nor4b_1 5, o21ai_0 3
xnor2_1 15, xor2_1 6
## path summary, 6_finish.rpt
check	from	to	cells after the start
worst max-delay path	cd0.clockCount[0]	cd0.clockCount[18]	5
worst min-delay path	cd0.clockCount[23]	cd0.clockCount[23]	1
worst max register to register	cd0.clockCount[0]	cd0.clockCount[18]	5
worst min register to register	cd0.clockCount[23]	cd0.clockCount[23]	1
max in group asynchronous	reset	cd0.clockCount[16]	2
min in group asynchronous	reset	cd0.clockCount[9]	2
## final cells by class
class	instances	area share (%)
Clock buffer	4	2.28
Multi-Input combinational cell	111	38.8
Timing Repair Buffer	9	4.43
Tap cell	108	6.83
Sequential cell	37	44.3
Inverter	18	3.42
## synth_stat cells
library cell and number:
nor4_1 3, o211a_1 1, and3_1 3, nor2_1 12, nand3_1 10, and2_1 1
nor2_2 1, xor2_1 6, nor4_2 1, nand2_1 13, mux2i_1 1, nand3_2 1
nor3_1 2, dfxtp_1 10, dfrtp_1 27, or3_1 1, o21ai_0 3, nand3_4 2
buf_4 5, nor4_4 1, a31o_2 1, a21oi_1 3, nand4_1 7, o211ai_1 1
inv_1 18, nor2b_1 1, o31ai_1 1, o2bb2ai_1 1, ha_1 6, or4_1 1
xnor2_1 15, nor3b_1 1, nor4b_1 5, o221ai_1 1, conb_1 2
## power groups by stage
stage / Sequential (uW) / Combinational (uW) / Clock [uW]
CTS: 214 / 10.4 / 125
finish: 214 / 9.67 / 117
global route: 214 / 11.8 / 134
## layer usage
layer / global-route usage (%) / wire [um] / up-vias
met2: 6.42 / 1170 / 14
met5: 0 / 0 / -
met4: 0.251 / 18 / 0
met3: 1.17 / 121 / 2
met1: 6.35 / 1450 / 496
li1: - / - / 579
Power is estimated from default activity; no workload was simulated.
